[./run.sh]
#!/bin/bash
# OpenROAD 26Q1-2900-gdf79404cd8, Yosys 0.63+post, stock flow scripts
make -C /OpenROAD-flow-scripts/flow DESIGN_CONFIG=/design/flow/config.mk WORK_HOME=/design/flow/orfs finish
[./config.mk]
export PLATFORM = sky130hd
export DESIGN_NAME = box
export DESIGN_NICKNAME = box
export VERILOG_FILES = /design/flow/design.v
export SDC_FILE = /design/flow/constraint.sdc
export NUM_CORES = 4
export LEC_CHECK = 1
export CORE_UTILIZATION = 30
[./constraint.sdc]
current_design box

set clk_period 4.3
set clk_io_pct 0.2

create_clock -name clk0 -period $clk_period [get_ports {clk}]

set non_clock_inputs [all_inputs -no_clocks]
set_input_delay [expr $clk_period * $clk_io_pct] -clock clk0 $non_clock_inputs
set_output_delay [expr $clk_period * $clk_io_pct] -clock clk0 [all_outputs]
[./design.v]
`timescale 1 ns / 1 ns
module box #(
    parameter IMG_WIDTH = 768,
    parameter IMG_HEIGHT = 576
)(
    input clk,
    input reset,
    input [9:0] x,
    input [9:0] y,
    input [9:0] width,
    input [9:0] height,
    input rd_en,
    input wr_en,
    input [23:0] din,
    output reg [23:0] dout
);
reg [9:0] x_cnt, x_cnt_c, y_cnt, y_cnt_c;
wire [9:0] bottom, top, right, left;
reg [23:0] dout_c;
assign bottom = y - (height/2);
assign top = y + (height/2);
assign left = x - (width/2);
assign right = x + (width/2);
always @(posedge clk or posedge reset) begin
    if (reset == 1'b1) begin
        dout <= 24'b0;
        x_cnt <= 10'b0;
        y_cnt <= 10'b0;  
    end else begin
        dout <= dout_c;
        x_cnt <= x_cnt_c;
        y_cnt <= y_cnt_c;
    end
end
always @(*) begin
    y_cnt_c = y_cnt;
    x_cnt_c = x_cnt + 1;
    if (x_cnt_c >= IMG_WIDTH) begin
        x_cnt_c = 10'b0;
        y_cnt_c = y_cnt + 1;
        if (y_cnt_c >= IMG_HEIGHT) begin
            y_cnt_c = 10'b0;
        end
    end
    dout_c = din;
    if ((y_cnt == top) || (y_cnt == bottom)) begin
        if ((left <= x_cnt) && (x_cnt <= right)) begin
            dout_c = 24'H0000FF;
        end
    end else if ((x_cnt == left) || (x_cnt == right)) begin
        if ((bottom <= y_cnt) && (y_cnt <= top)) begin
            dout_c = 24'H0000FF;
        end
    end
end
endmodule
==> run notes <==
The flow completed. The path class of the tightest hold or removal check is register to register. In the setup report, the worst path falls into the class input port to register. Standard cell core area landed at 14600 um^2. Final standard cell area without fillers landed at 6410 um^2. The tree is rooted in a clkbuf_16. Area used by sequential logic in the layout landed at 1100 um^2. Minimum clock period after layout landed at 4130 ps. Areal power density over the cells landed at 213 nW/um^2. Total number of clock tree sinks landed at 44. Violation count after the first detailed-routing iteration landed at 177. Entering global routing, the biggest net connects 45 pins. Post-detailed-route DRC marker count landed at 0. The synthesis report names the predominant flop master as dfrtp_1. Wire length after detailed routing landed at 10200 um. Number of levels the H-tree was split into landed at 2. For this run, the detailed router reports a per-instance via density of approximately 4.7.

Maximum clock rate landed at 242 MHz. Initial cell density of the core landed at 30.9%. According to the I/O placement log, the pin count is 92. Global-route wire length before repair landed at 18000 um. Hold timing on the final database bottoms out at a slack of 563 ps.

Max-slew headroom at the worst pin landed at 53.7%. Global routing used 13.7% of the available tracks. Number of warning messages in the logs landed at 49. Post-detailed-route count of antenna-violating nets landed at 0. Flop and latch count out of synthesis landed at 44. Counting pins that exceed their max-slew limit in the final report gives 0.

The horizontal die dimension reported for this design is 125 um. Share of flip-flops with an asynchronous set or reset after synthesis landed at around 100%. Highest cell delay on the worst timing path landed at roughly 430 ps. Antenna repair during routing inserted a diode count of 0.

Share of post-route cells with drive strength above 1 landed at 18.9%. Clock skew after layout landed at ~3.3 ps. In the CTS report, the clock slew at the register clock pins of the worst setup and hold paths is listed as 60 ps. Later-pin clock latency in the skew report landed at about 280 ps. Routability-driven placement finished with a final weighted congestion of around 0.87. Setup slack on the critical path of the routed design comes to 170 ps. At the placement stage, the worst setup path has a slack of -463 ps. Final routed wire length divided by cell count landed at roughly 12 um. The worst setup path is launched from an input port. Data required time of the worst path landed at 4470 ps. For reference, the critical path cell chain is clkdlybuf4s50_1 -> ha_1 -> fa_1 -> a21oi_1 -> o21a_1 -> o31ai_2 -> o41ai_2 -> xnor2_1 -> ha_1 -> nand3_1 -> nor4_4 -> buf_4 -> a31o_2 -> a32oi_2 -> buf_4 -> clkbuf_16 -> and2_1.

Post-synth area from yosys stat landed at roughly 4500 um^2. Slew at the pin with the worst max-slew slack landed at just under 700 ps. Number of antenna violations at the first check in global routing landed at 0. Among all stages on the critical path, the largest delay is contributed by clkdlybuf4s50_1. Tally of yosys warning messages landed at 1. Total die area landed at 15500 um^2. The via count of the first global-routing pass came to 3958.

Sequential element share of the synthesized area landed at between 20% and 30%. After synthesis, the mean cell area works out to 8.72 um^2. Instance area after placement landed at about 6000 um^2. Total leakage power landed at ~0.0029 uW. Number of stages on the worst hold path landed at 1. Count of different cell masters after synthesis landed at approximately 66. The first detailed-routing pass ran for 5 iterations.

Recorded from the global router log, the overflow total was 0. For this run the detailed placement stage logged an HPWL of approximately 8000 um. The synthesized netlist was found by Yosys to have about 520 cells. The worst setup path is captured at a register. Number of vias in the routed layout landed at roughly 4000. TritonCTS built the clock tree. Of the available clock period, the critical path in the final layout requires roughly 96%. The run finished with clean final reports. The longest clock path from root to sink contains 2 buffers. Arrival time at the worst endpoint landed at about 4300 ps. Clock tree synthesis inserted a total of 5 buffers. Relative area change from synthesis to final layout landed at 42.3%. Die boundary height landed at 125 um. Cell area after synthesis landed at 4510 um^2.

In the final report, the number of hold violations comes to 0. Per the run summary, max-cap violations total 0. Number of endpoints failing setup at the final stage landed at 0. VDD sags by at most 0.000150 V. According to the floorplan log, the row count is 44. Maximum fanout along the worst path landed at 6. Count of library flops with an enable pin landed at 0.

The synthesized instance count is 517. Logic depth of the worst register-to-register path landed at 6. Fill cells in the final layout number 1321. Area used by multi-input combinational logic landed at 3310 um^2. Number of buffers inserted by port buffering landed at 87.
==> path summary, 6_finish.rpt <==
kind	startpoint	slack, ps	end
max in group asynchronous	reset	2890	y_cnt[1]$_DFFE_PP0P_
setup reg to reg	x_cnt[0]$_DFF_PP0_	1560	y_cnt[6]$_DFFE_PP0P_
min in group asynchronous	reset	1030	dout[1]$_DFF_PP0_
hold / removal	x_cnt[8]$_DFF_PP0_	560	x_cnt[8]$_DFF_PP0_
hold reg to reg	x_cnt[8]$_DFF_PP0_	560	x_cnt[8]$_DFF_PP0_
setup / recovery	width[1]	170	dout[13]$_DFF_PP0_
==> where the power goes <==
group	internal, uW	switching [uW]	leakage [uW]
clock	231	148	0.0000701
sequential	426	2.86	0.000549
combinational	311	248	0.00225
total	968	399	0.00287
==> cell usage after synthesis (all sizes together), types with 4 or more instances <==
library cell	number	area, um^2
xor2	5	43.8
a31oi	4	25.0
mux2i	4	52.6
o21ai	20	100
nand4	8	50.1
and2	17	106
nor3b	4	30.0
nor2	40	158
o31ai	4	30.0
xnor2	30	263
and4	5	46.3
nand2b	12	75.1
nand3	21	110
dfrtp	44	1100
fa	4	80.1
a221oi	5	43.8
nand2	25	93.8
clkbuf	8	32.5
nor4	6	43.8
a21oi	21	105
a211oi	6	45.0
or3	4	25.0
buf	7	58.8
o41ai	5	43.8
nor2b	12	75.1
and3	5	36.3
inv	59	221
nor3	13	70.1
ha	79	988
o21bai	4	30.0
==> layout make-up <==
cell class              count  area share, %
clock buffers               7           2.22
clock inverters             1          0.117
flip-flops and latches     44           17.2
multi-input cells         399           51.5
well taps                 184           3.59
repair buffers            153           21.9
inverters                  59           3.45
==> routing by layer <==
metal | wire length [um] | vias to the layer above | share of wire, % | GRT usage [%]
met5 | 0 | - | 0 | 0
met4 | 34 | 0 | 0.33 | 0.850
met3 | 261 | 2 | 2.6 | 1.58
met2 | 4970 | 51 | 49 | 23.3
met1 | 4960 | 1825 | 49 | 19.7
li1 | - | 2123 | - | -
==> flip-flops by register name, summed over array words and instances, names as in the netlist <==
signal	count
x_cnt	10
y_cnt	10
dout	24
==> worst max-delay path, delay by kind of cell <==
family	cells	cell delay, ps
compound gates	6	940
xor+xnor	1	120
fa+ha+maj	3	940
buf+inv	4	900
simple gates	3	550
==> cell families after synthesis <==
family	count (synthesis)	synth area share, %
and+or+nand+nor	180	21.8
AOI/OAI and AO/OA	97	15.1
adders and majority gates	83	23.7
buffers and inverters	74	6.94
DFF	44	24.4
xor gates and xnor gates	35	6.80
muxes	4	1.17
==> metrics by stage <==
| step | TNS [ps] | util [%] | std cells | total power (uW) |
|---|---|---|---|---|
| 2_1_floorplan | 0 | - | 517 | 727 |
| 3_3_place_gp | -9620 | 40.8 | 829 | 943 |
| 3_5_place_dp | -10910 | 40.8 | 829 | 954 |
| 4_1_cts | 0 | 43.2 | 845 | 1370 |
| 5_1_grt | -22.0 | 44.0 | 847 | 1480 |
| 6_report | 0 | 44.0 | 847 | 1370 |
==> layout by cell type, fill, tap and decap left out, drive strengths merged, types with 8 or more instances in the layout <==
master / n
ha: 79
clkdlybuf4s50: 76
buf: 65
inv: 59
dfrtp: 44
nor2: 40
xnor2: 30
nand2: 25
nand3: 21
a21oi: 21
o21ai: 20
and2: 17
nor3: 13
nor2b: 12
nand2b: 12
nand4: 8
clkbuf: 8
==> what timing repair did <==
| action | in CTS | in global routing |
|---|---|---|
| pin swaps | 24 | 24 |
| cloned | 2 | 0 |
| endpoints found under the setup margin | 24 | 24 |
| gates resized | 33 | 30 |
| hold buffers | 0 | 0 |
| setup buffers | 6 | 2 |
Power and IR drop assume default switching activity.
