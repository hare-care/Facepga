==> design.v <==
`timescale 1ns/1ns
module resizer #(
    parameter DATA_WIDTH = 24,
    parameter INPUT_WIDTH = 640,
    parameter INPUT_HEIGHT = 480,
    parameter VERT_CROP_COUNT = 16,
    parameter HORIZ_CROP_COUNT = 96,
    parameter OUT_DIM = 224
)(
    input logic                         clock,
    input logic                         reset,
    input logic [DATA_WIDTH - 1:0]      newPixelData,
    input logic                         newPixelValid,
    input logic                         startNewImage,
    output logic                        endOfImage,
    output logic [7:0]                  outRed,
    output logic [7:0]                  outGreen,
    output logic [7:0]                  outBlue,
    output logic                        outPixelValid
);
localparam BOTTOM_CROP = INPUT_HEIGHT - VERT_CROP_COUNT ;
localparam LEFT_CROP = HORIZ_CROP_COUNT - 2;  
localparam RIGHT_CROP = INPUT_WIDTH - HORIZ_CROP_COUNT - 2;
localparam TOP_CROP = VERT_CROP_COUNT - 1;
typedef enum logic[1:0] {idle, crop, resize, done} resizerState;
resizerState state_c, state_s;
logic cropCounter_c, cropCounter_s;  
logic [10:0] rowCounter_c, rowCounter_s;
logic [10:0] colCounter_c, colCounter_s;
logic [255-1:0][10:0] rTotal_c, rTotal_s , bTotal_c, bTotal_s , gTotal_c, gTotal_s;  
logic [7:0] constrainedIndex;
always_comb begin
    state_c = state_s;
    rowCounter_c = rowCounter_s;
    colCounter_c = colCounter_s;
    rTotal_c = rTotal_s;
    gTotal_c = gTotal_s;
    bTotal_c = bTotal_s;
    cropCounter_c = cropCounter_s;
    outBlue = 0;
    outGreen = 0;
    outRed = 0;
    endOfImage = 0;
    outPixelValid = 0;
    constrainedIndex = 0;
    case (state_s)
    idle: begin
        if (startNewImage == 1) begin
            state_c = crop;
        end
    end
    crop: begin
        if (rowCounter_s > TOP_CROP && rowCounter_s < BOTTOM_CROP) begin
            if (colCounter_s > LEFT_CROP && colCounter_s < RIGHT_CROP) begin
                state_c = resize;
                cropCounter_c = 0;
            end
        end
        outPixelValid = 0;
    end
    resize: begin
        constrainedIndex = (colCounter_s - HORIZ_CROP_COUNT)/2;
        if (newPixelValid == 1) begin
            cropCounter_c = ~cropCounter_s;
            if (rowCounter_s[0] == 1) begin  
                if (cropCounter_s == 1) begin  
                    outRed = (rTotal_s[constrainedIndex] + newPixelData[7:0]) >> 2;
                    outGreen = (gTotal_s[constrainedIndex] + newPixelData[15:8]) >> 2;
                    outBlue = (bTotal_s[constrainedIndex] + newPixelData[23:16]) >> 2;
                    rTotal_c[constrainedIndex] = 0;
                    gTotal_c[constrainedIndex] = 0;
                    bTotal_c[constrainedIndex] = 0;
                    outPixelValid = 1;
                end else begin  
                    rTotal_c[constrainedIndex] = rTotal_s[constrainedIndex] + newPixelData[7:0];
                    gTotal_c[constrainedIndex] = gTotal_s[constrainedIndex] + newPixelData[15:8];
                    bTotal_c[constrainedIndex] = bTotal_s[constrainedIndex] + newPixelData[23:16];
                end
            end else begin  
                rTotal_c[constrainedIndex] = rTotal_s[constrainedIndex] + newPixelData[7:0];
                gTotal_c[constrainedIndex] = gTotal_s[constrainedIndex] + newPixelData[15:8];
                bTotal_c[constrainedIndex] = bTotal_s[constrainedIndex] + newPixelData[23:16];
            end
        end
        if (colCounter_s > RIGHT_CROP) begin
            if (rowCounter_s >= BOTTOM_CROP - 1) begin
                state_c = done;
            end else begin
                state_c = crop;
            end
        end
    end
    done: begin
        endOfImage = 1;
        state_c = idle;
    end
    default: begin
        state_c = idle;
    end
    endcase
    if (newPixelValid == 1) begin
        if (colCounter_s == INPUT_WIDTH - 1) begin
            colCounter_c = 0;
            rowCounter_c = rowCounter_s + 1;
        end else begin
            colCounter_c = colCounter_s + 1;
        end
    end
end
always_ff @(posedge clock, posedge reset) begin
    if (reset == 1) begin
        state_s <= idle;
        cropCounter_s <= 0;
        rowCounter_s <= 0;
        colCounter_s <= 0;
        rTotal_s <= 0;
        gTotal_s <= 0;
        bTotal_s <= 0;
    end else begin
        state_s <= state_c;
        rowCounter_s <= rowCounter_c;
        colCounter_s <= colCounter_c;
        cropCounter_s <= cropCounter_c;
        rTotal_s <= rTotal_c;
        gTotal_s <= gTotal_c;
        bTotal_s <= bTotal_c;
    end
end
endmodule
==> run.sh <==
#!/bin/bash
# OpenROAD 26Q1-2900-gdf79404cd8, Yosys 0.63+post, stock flow scripts
make -C /OpenROAD-flow-scripts/flow DESIGN_CONFIG=/design/flow/config.mk WORK_HOME=/design/flow/orfs finish
==> config.mk <==
export PLATFORM = sky130hd
export DESIGN_NAME = resizer
export DESIGN_NICKNAME = resizer
export VERILOG_FILES = /design/flow/design.v
export SDC_FILE = /design/flow/constraint.sdc
export NUM_CORES = 4
export LEC_CHECK = 1
export CORE_UTILIZATION = 40
==> constraint.sdc <==
current_design resizer

set clk_period 1819.5
set clk_io_pct 0.2

create_clock -name clk0 -period $clk_period [get_ports {clock}]

set non_clock_inputs [all_inputs -no_clocks]
set_input_delay [expr $clk_period * $clk_io_pct] -clock clk0 $non_clock_inputs
set_output_delay [expr $clk_period * $clk_io_pct] -clock clk0 [all_outputs]
==> reports/results.ini <==
[drt]
first_pass_iters=8
drt_iter0_markers=23840
wl_mm=1641
remaining_drc_errors=0
wl_per_cell_um=40.25
drt-vias-per-instance=6.442
vias=262600
detail-route-antenna-nets=0

[synth]
ys_area_mm2=0.3395
ys_warn_count=1
ff_type=dfrtp_1
synth_cell_types=80
ys_async_sr_fraction_pct=100.0
yosysCellCount=28800
synthCells=28800
ys_ff=7677
synth_seq_share_pct=56.59
syn_area_mm2=0.3395
avgSynthCellArea_um2=11.79
synth-edff-count=0

[worst_setup_path]
worstSetupStartpointType=input pin
cp-end-kind=primary output
crit_top_cell=a21oi_1
cp_cell_sequence=clkdlybuf4s50_1 > ha_1 > a21o_1 > a21oi_1 > o21bai_1 > a21oi_1 > nor2_1 > o31ai_1 > a21oi_1 > xnor2_4 > buf_4 > and2_1 > clkdlybuf4s50_1
cp_slowest_cell=clkdlybuf4s50_1
path_class=in -> out
worstPathArrival_ns=368.88
cp_data_required_time_ns=1455.60
slowest_delay_ns=0.96
worst-path-max-fanout=3

[sta]
timing.fmax_mhz=1.365
worst_slew_pin_slew_ns=1.373
slew_headroom_pct=8.198
fin_crit_sh_pct=40.27
setup_violations=0
tns_ns=0
period_needed_ns=732.78
finalHoldViolCount=0
report.final.slew_viol_count=0
whs_ns=0.4723
clock_skew_ns=0.09620
rsz0062_at_grt=false

[cts]
cts_buffer_depth=4
cts_setup_buffers=0
clock_sinks=7677
numCtsBuffers=803
cts-htree-levels=6
hold_buffers=0
cts_resized=0
clk_latency_ns=1.26
cts.clk_slew.worst_paths_ns=0.06
cts_tree=yes
cts-root-buf=clkbuf_16

[floorplan]
fp-utilization_pct=40.12
ioPinCount=54
chipArea_mm2=0.8524
fp.coreArea_mm2=0.8462
placementRows=338
die_w_um=923.3
fp.dieH_um=923.3

[pwr]
power_mw=0.4955
power_density_mw_per_mm2=1.288
power_leakage_nw=167.3
peakVddDrop_mv=0.002405

[global_route]
antenna_found_initial=277
grtUsageTotal_pct=40.96
grt_max_degree=135
overflow=0
grt_pass1_vias=268300
grt_pass1_wl_mm=2253

[job]
cap_violations=0
log.warning_count=125

[status]
status=completed

[place]
post_dp_cell_area_mm2=0.3561
io_buffers=53
place_congestion=1.114
hpwlAfterDp_mm=1099

[cells_and_area]
areaGrowthSynthToFinish_pct=13.35
postLayoutCellArea_mm2=0.3848
fin_util_pct=45.47
drive_above_1_share_pct=18.92

[worst_hold_path]
hold_class=reg -> reg

-- routing by layer --
layer | GRT usage, % | part of all wire, %
met5 | 11.26 | 0.64
met4 | 28.90 | 9.0
met3 | 32.32 | 19
met2 | 51.34 | 40
met1 | 46.17 | 32
-- metrics by stage --
step,worst slack (ns),std cells
2_1_floorplan,1089.26,28800
3_3_place_gp,1086.95,38670
3_5_place_dp,1087.00,38670
4_1_cts,1086.98,40130
5_1_grt,1086.59,40490
6_report,1086.72,40770
-- layout make-up --
| class | count | area [um2] |
|---|---|---|
| diodes | 637 | 1594 |
| multi-input cells | 18230 | 137800 |
| clock buffers | 1226 | 23990 |
| clock inverters | 233 | 3133 |
| inverters | 28 | 135.1 |
| flip-flops and latches | 7677 | 192100 |
| fillers | 74000 | 461400 |
| repair buffers | 1512 | 11950 |
| well taps | 11220 | 14040 |
-- critical path, delay by kind of cell --
family,cells,cell delay (ns)
AND/OR/NAND/NOR,2,0.57
AND-OR/OR-AND,6,1.91
XOR/XNOR,1,0.37
adder cells (fa/ha/maj),1,0.35
buffers and inverters,3,1.74
-- path summary, 6_finish.rpt --
kind	from	to	slack, ns	depth (start not counted)
worst min register to register	gTotal_s[2236]	gTotal_s[2236]	0.47	2
worst max register to register	colCounter_s[2]	bTotal_s[601]	1807.56	25
min in group asynchronous	reset	gTotal_s[797]	363.20	2
worst max-delay path	newPixelData[17]	outBlue[7]	1086.72	13
max in group asynchronous	reset	gTotal_s[1601]	1448.11	13
worst min-delay path	gTotal_s[2236]	gTotal_s[2236]	0.47	2
-- Yosys cell counts (all sizes together), types with 9 or more instances --
cell    number  share of area [%]
a211oi      11              0.024
a21o        10              0.022
a21oi       73               0.11
a221o       13              0.038
a221oi      10              0.026
a22o      1989                5.1
a22oi       29              0.064
a32o       318               0.94
and2        26              0.048
buf        642                1.2
clkbuf    2221                2.5
dfrtp     7676                 57
ha          36               0.13
inv         27              0.030
mux2        42               0.14
mux2i      823                2.4
mux4      2124                 14
nand2     6105                6.8
nand2b      24              0.046
nand3      286               0.42
nand4       20              0.037
nor2       597               0.66
nor2b       13              0.024
nor3        42              0.068
nor4        12              0.026
o211ai       9              0.020
o21ai     5379                7.9
o21bai      11              0.024
o22ai       53              0.098
o31ai       39              0.086
xnor2       38               0.10
xor2        12              0.031
-- flip-flops by register name, summed over array words and instances, names as in the netlist --
register / cells
cropCounter_s: 1
rowCounter_s: 11
state_s: 4
rTotal_s: 2550
gTotal_s: 2550
colCounter_s: 11
bTotal_s: 2550
-- power by group --
group / switching [mW] / total [mW] / internal (mW) / leakage (nW)
Sequential: 0.000980 / 0.172 / 0.171 / 107
Combinational: 0.119 / 0.153 / 0.0334 / 46.7
Clock: 0.0733 / 0.171 / 0.0974 / 13.3
-- layout by cell type (no fill, tap or decap), types with 21 or more instances in the layout --
cell type / synthesis / final
nor2_4: 0 / 52
and2_1: 24 / 23
a22o_1: 1989 / 1989
clkbuf_1: 2221 / 205
o21ai_0: 5362 / 5362
mux2i_1: 823 / 823
buf_12: 1 / 37
nor2_2: 2 / 71
ha_1: 36 / 29
nand2b_1: 23 / 21
a21oi_1: 73 / 73
a22oi_1: 29 / 29
o22ai_1: 53 / 53
buf_4: 177 / 1421
nand3_1: 285 / 73
dfrtp_1: 7676 / 7671
nand2_1: 6104 / 5955
mux2_2: 42 / 42
clkbuf_16: 0 / 814
mux4_2: 2124 / 2124
clkdlybuf4s50_1: 0 / 53
nand2_4: 1 / 69
nor2_1: 595 / 474
nand3_2: 1 / 212
o31ai_1: 39 / 39
clkinv_2: 0 / 119
bufinv_16: 0 / 46
nand2_2: 0 / 81
clkbuf_8: 0 / 207
inv_1: 25 / 23
a32o_1: 318 / 318
diode_2: 0 / 637
-- cell families after synthesis --
logic type / after synthesis / share of synthesized area, %
AOI/OAI and AO/OA: 7993 / 14.64
xor gates and xnor gates: 50 / 0.1334
adders and majority gates: 39 / 0.1504
buffers and inverters: 2891 / 3.667
DFF: 7677 / 56.59
muxes: 2989 / 16.66
and+or+nand+nor: 7161 / 8.163
Power figures rest on the tool's default switching activity, not on a simulated workload.
